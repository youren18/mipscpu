==> flow/config.mk <==
export PLATFORM = sky130hd
export DESIGN_NAME = divider
export DESIGN_NICKNAME = divider
export VERILOG_FILES = /design/flow/design.v
export SDC_FILE = /design/flow/constraint.sdc
export NUM_CORES = 4
export LEC_CHECK = 1
export CORE_AREA = 10 10 93 93
export DIE_AREA = 0 0 103 103
==> flow/constraint.sdc <==
current_design divider

set clk_period 3.9
set clk_io_pct 0.2

create_clock -name clk0 -period $clk_period [get_ports {clk}]

set non_clock_inputs [all_inputs -no_clocks]
set_input_delay [expr $clk_period * $clk_io_pct] -clock clk0 $non_clock_inputs
set_output_delay [expr $clk_period * $clk_io_pct] -clock clk0 [all_outputs]
==> flow/design.v <==
`timescale  1ns / 1ps
module divider(clk, clk_N);
input clk;                      
output reg clk_N=0;                 
parameter N = 100_000_000;       
reg [31:0] counter=0;              
always @(posedge clk)  begin     
         if(counter<N/2)
			counter=counter+1;
		else  begin
		counter=0;
		clk_N=~clk_N;
		end
end                           
endmodule
==> flow/run.sh <==
#!/bin/bash
# OpenROAD 26Q1-2900-gdf79404cd8, Yosys 0.63+post, stock flow scripts
make -C /OpenROAD-flow-scripts/flow DESIGN_CONFIG=/design/flow/config.mk WORK_HOME=/design/flow/orfs finish
==> flow_summary.rst <==
Metrics
=======

.. list-table::
   :header-rows: 1

   * - Metric
     - Value
   * - Share of the clock period used by the worst path after layout
     - 0.556
   * - Drt first pass iters
     - 4
   * - Fraction of layout instances using a drive strength above 1
     - 0.106
   * - Async set-or-reset flop fraction in the synthesized netlist
     - 0
   * - Upper clock frequency limit
     - 0.461 GHz
   * - Peak per-stage delay on the critical path
     - 0.64 ns
   * - Flops & latches, synth
     - 33
   * - Crit path arrival time
     - 2.38 ns
   * - Via count normalized by instance count
     - 4.43
   * - Area contributors post-synth
     - sky130_fd_sc_hd__dfxtp_1 45%, sky130_fd_sc_hd__nor3_1 7.1%, sky130_fd_sc_hd__xnor2_1 5.6%, sky130_fd_sc_hd__a211oi_1 4.2%, sky130_fd_sc_hd__xor2_1 3.7%
   * - FP Core Util
     - 0.210
   * - PostCTS Resize Cnt
     - 0
   * - Worst min-delay path category
     - reg -> reg
   * - Slack of the critical path
     - 1.73 ns
   * - Combinational gate area
     - 717 um^2
   * - Top-area cell type share of the netlist area
     - 0.452
   * - Post-detailed-route DRC marker count
     - 0
   * - Clock slew at reported path FFs
     - 0.07 ns
   * - FF-to-FF Start
     - counter[0]
   * - Leading cell type in the layout, fill and taps excluded
     - sky130_fd_sc_hd__dfxtp_1
   * - PD cells
     - 411 nW/um^2
   * - Area used by sequential logic in the layout
     - 671 um^2
   * - Hold Path Stages
     - 2
   * - Required time of the worst setup path
     - 4.11 ns
   * - Setup violation total in the final timing report
     - 0
   * - Worst reg2reg path endpoint
     - counter[20]
   * - CP bufs+invs
     - 0
   * - # Cells Yosys
     - 152
   * - Setup TNS
     - 0 ns
   * - Cell leakage power
     - 0.465 nW
   * - Number of filler cells placed in the layout
     - 721
   * - Level count of the clock H-tree
     - 2
   * - Pin count of the biggest net entering global routing
     - 28
   * - Netlist cell types
     - 32
   * - Routed wire per std cell
     - 10.1 um
   * - Total clock buffers created by CTS
     - 5
   * - Max Transition Viols Final
     - 0
   * - RD Place Congestion
     - 0.780
   * - Number of warning messages in the logs
     - 25
   * - Summed instance area of the synthesized netlist
     - 1420 um^2
   * - Initial antenna violation count
     - 0
   * - Mapped Cells
     - 152
   * - Diodes inserted
     - 0
   * - Count of input and output buffers
     - 1
   * - Synth warnings
     - 1
   * - VDD IR max
     - 0.176 mV
   * - Area figure in the yosys stat output
     - 1420 um^2
   * - Post-synth seq share
     - 0.473
   * - CP Capture Type
     - flip-flop
   * - Most frequent cells in the layout
     - 32 x sky130_fd_sc_hd__dfxtp_1, 20 x sky130_fd_sc_hd__nor3_1, 12 x sky130_fd_sc_hd__nand2_1
   * - Die height
     - 103 um
   * - Largest buffer count on any clock path
     - 2
   * - Buffer type at the clock tree root
     - sky130_fd_sc_hd__clkbuf_8
   * - Placed cell count
     - 233
   * - Antenna-violating nets left
     - 0
   * - Post-route met1 wirelength
     - 1.31 mm
   * - Chip Width
     - 103 um
   * - GRT Overall Usage
     - 0.0494
   * - Initial drt markers
     - 64
   * - Count of library flops with an enable pin
     - 1
   * - Fin util
     - 0.243
   * - Critical path's slowest cell
     - sky130_fd_sc_hd__or4_1
   * - Die area
     - 10600 um^2
   * - Placeable core region
     - 6760 um^2
   * - Run status
     - complete, no violations
   * - GR Overflow Total
     - 0
   * - CP delay by family, top
     - simple AND/OR/NAND/NOR gates
   * - Min-Delay Endpoint
     - counter[25]
   * - Final critical delay including setup and external delays
     - 2.17 ns
   * - Category of the most critical setup path
     - reg -> reg
   * - Final number of hold-violating endpoints
     - 0
   * - Post-DP HPWL
     - 1.59 mm
   * - Clock tree from TritonCTS
     - done
   * - Reg-to-reg slack, setup
     - 1.73 ns
   * - Wire length of the first global-routing pass
     - 4.40 mm
   * - Uppermost layer routed
     - met4
   * - Reg2reg path depth
     - 5
   * - Site Rows
     - 30
   * - Post-cts hold buffer count
     - 0
   * - Library cell with the largest summed area after synthesis
     - sky130_fd_sc_hd__dfxtp_1
   * - Via count of the first global-routing pass
     - 970
   * - Design Power
     - 0.675 mW
   * - Mean instance size in the synthesized netlist
     - 9.33 um^2
   * - Ordered list of cells on the worst path
     - ha_1, nand3_1, or4_1, or3_1, a211oi_1
   * - Clk sinks
     - 33
   * - Via total after detailed routing
     - 1067
   * - Number of top-level design ports
     - 2
   * - Critical path launch point type
     - flip-flop
   * - Most used flip-flop cell
     - sky130_fd_sc_hd__dfxtp_1
   * - Non-Filler Instances
     - 241
   * - Min-Delay Startpoint
     - counter[25]
   * - Biggest fanout along the worst timing path
     - 7
   * - Largest clock skew in the final design
     - 0.00475 ns
   * - Final wirelength
     - 2.45 mm
   * - Met3 wire length
     - 105 um
   * - Area added between synthesis and finish
     - 15.9%
   * - Clock latency of the later-clocked register in the worst-skew pair
     - 0.29 ns
   * - # Post-CTS Setup Buffers
     - 0
   * - RSZ-0062 raised after global routing
     - no
   * - Length of routed met2 wiring
     - 981 um
   * - Minimum setup slack after placement
     - 1.78 ns
   * - Max_cap viols
     - 0
-- where the power goes --
part           switching [mW]  leakage [nW]  internal, mW
logic                 0.00235         0.142       0.00354
registers             0.00156         0.269         0.344
clock network           0.132        0.0543         0.191
total                   0.136         0.465         0.539
-- metal layers --
metal	vias to the layer above	track usage
li1	563	-
met1	482	0.0697
met2	17	0.0731
met3	5	0.0149
met4	0	0.0107
met5	-	0
-- stage by stage --
stage / hold slack [ns] / cell area (um^2)
detailed placement: 0.482 / 1530
global route: 0.517 / 1640
global placement: 0.477 / 1530
CTS: 0.491 / 1640
floorplan: 0.461 / 1440
finish: 0.489 / 1640
-- worst max path at each step --
stage                      start          end  slack [ns]  cells after the start
after CTS             counter[0]  counter[20]        1.75                      5
after global routing  counter[0]  counter[18]        1.62                      5
final                 counter[0]  counter[20]        1.73                      5
-- cell usage after synthesis, types with 2 or more instances --
cell type                  number
sky130_fd_sc_hd__dfxtp_1       32
sky130_fd_sc_hd__a211oi_1       8
sky130_fd_sc_hd__or4_4          2
sky130_fd_sc_hd__and3_1         2
sky130_fd_sc_hd__nor2_1         5
sky130_fd_sc_hd__or3_1          6
sky130_fd_sc_hd__o31ai_1        3
sky130_fd_sc_hd__or4_1          3
sky130_fd_sc_hd__xnor2_1        9
sky130_fd_sc_hd__nor4_1         3
sky130_fd_sc_hd__o21ai_0        6
sky130_fd_sc_hd__nand2_1       12
sky130_fd_sc_hd__inv_1          4
sky130_fd_sc_hd__clkbuf_1       6
sky130_fd_sc_hd__xor2_1         6
sky130_fd_sc_hd__nand4_1        5
sky130_fd_sc_hd__nor3_1        20
sky130_fd_sc_hd__nand3_1        6
-- logic make-up after synthesis --
group / share of synthesized area
and+or+nand+nor: 0.280
other: 0.00265
DFF: 0.473
adders and majority gates: 0.00882
buffers and inverters: 0.0344
xor gates and xnor gates: 0.0927
AOI/OAI and AO/OA: 0.109
-- sequential cells by signal, summed over array words and instances, names as in the netlist --
name / flops
counter: 32
clk_N: 1
-- final cells by class --
type / count / area share
Clock buffer: 5 / 0.0419
Tap cell: 80 / 0.0609
Multi-Input combinational cell: 113 / 0.436
Clock inverter: 3 / 0.0282
Sequential cell: 33 / 0.408
Timing Repair Buffer: 3 / 0.0152
Inverter: 4 / 0.00914
-- tightest hold or removal path: stages, from the launching register on --
cell	delay (ns)
sky130_fd_sc_hd__dfxtp_1	0.32
sky130_fd_sc_hd__o31ai_1	0.06
sky130_fd_sc_hd__a211oi_1	0.06
No activity file was given, so power comes from the tool's default toggle rates.
